$ cat ./config.mk
export PLATFORM = sky130hd
export DESIGN_NAME = FSM_Moore
export DESIGN_NICKNAME = FSM_Moore
export VERILOG_FILES = /design/flow/design.v
export SDC_FILE = /design/flow/constraint.sdc
export NUM_CORES = 4
export LEC_CHECK = 1
export CORE_AREA = 10 10 70 70
export DIE_AREA = 0 0 80 80
$ cat ./constraint.sdc
current_design FSM_Moore

set clk_period 2.7
set clk_io_pct 0.2

create_clock -name clk0 -period $clk_period [get_ports {clk}]

set non_clock_inputs [all_inputs -no_clocks]
set_input_delay [expr $clk_period * $clk_io_pct] -clock clk0 $non_clock_inputs
set_output_delay [expr $clk_period * $clk_io_pct] -clock clk0 [all_outputs]
$ cat ./design.v
`timescale 1ns / 1ps
module FSM_Moore(clk, in, out);
	input clk;
	input[1:0] in;
	output reg out;
	reg[2:0] state; 
	parameter s0 = 3'b000;
	parameter s1 = 3'b001;
	parameter s2 = 3'b010;
	parameter s3 = 3'b011;
	parameter s4 = 3'b100;
	initial state = s0;
	always @(posedge clk)
	begin
		case(state)
			s0: 	if(in == 3) state <= s1;
			s1: 	if(in == 0) state <= s2;
					else state <= s0;
			s2: 	if(in == 1) state <= s3;
					else state <= s0;
			s3:	if(in == 2) state <= s4;
					else state <= s0;
			s4:	if(in == 3) state <= s1;
					else state <= s0;
		endcase
	end
	always @(state)
	begin
		case(state)
			s0: out = 1'b0;
			s1: out = 1'b0;
			s2: out = 1'b0;
			s3: out = 1'b0;
			s4: out = 1'b1;
		endcase
	end
endmodule
$ cat ./run.sh
#!/bin/bash
# OpenROAD 26Q1-2900-gdf79404cd8, Yosys 0.63+post, stock flow scripts
make -C /OpenROAD-flow-scripts/flow DESIGN_CONFIG=/design/flow/config.mk WORK_HOME=/design/flow/orfs finish
==> results.txt <==
The full implementation flow was run.

Detailed placement reports a standard cell area of 284 sq um. The layout stage reports a final design area of 310 sq um. Combinational logic is responsible for 22.8% of the overall power. The count of final hold-check violations stands at 0. In this run, distinct cell masters in the synthesized netlist total 14. Warnings raised by the tools during the run amount to 25.

Cells with a size suffix above 1 make up 12.5% of the layout. Pin placement for this block handled 4 I/O pins. The number of vias per cell stands at 2.56. Post-CTS repair changed the size of 0 cells. The cell total after placement stands at 66. The final weighted congestion of routability-driven global placement stands at 0.672. The maximum clock frequency stands at 0.574 GHz.

The filler cells instantiated in the layout total 404. The number of register pins that no clock reaches stands at 1. The number of max-slew violations in the final report stands at 0. Row generation in the floorplan step produced 21 rows.

In the synthesized netlist, the number of instances is 17. Summed over all instances, the cell type with the most area after synthesis is sky130_fd_sc_hd__edfxtp_1. The main area contributors are sky130_fd_sc_hd__edfxtp_1 (46%), sky130_fd_sc_hd__dlxtn_1 (7.6%), sky130_fd_sc_hd__a2111oi_0 (4.5%), sky130_fd_sc_hd__nand4b_1 (4.5%), sky130_fd_sc_hd__nor4b_1 (4.5%). The synthesized netlist has a Yosys-reported chip area of 196 sq um. Per the detail_route report, the via count comes to 179. The final tally of setup violations stands at 0.

The number of antenna violations at the first check in global routing was 0. The buffer depth of the longest clock path stands at 2. The aggregate routed wire length stands at 457 um. The number of non-filler instances in the completed layout stands at 70. Per the CTS log, the maximum H-tree level is 1.

The register area stands at 105 sq um. Prior to clock tree synthesis, the placed netlist has a worst setup slack of 728 ps. Per the log, the first TritonRoute iteration ended with a DRC count of 4. For this design, Yosys synthesis ends with a cell count of 17. The count of warnings emitted by yosys stands at 1.

The commonest cells after synthesis are sky130_fd_sc_hd__edfxtp_1 (3), sky130_fd_sc_hd__nor2_1 (2). Among all cell types in the netlist, the one instantiated most often is sky130_fd_sc_hd__edfxtp_1. The reg-to-reg setup timing slack stands at 1240 ps.

The worst setup path is captured at a register. The leftover overflow at the end of global routing stands at 0. The maximum number of pins on one net before global-route repair stands at 9. The number of buffers inserted during clock tree synthesis stands at 3. The count of buffers added on input and output ports is 3. In this run the layout overhead on the synthesized area is reported as 58.0%.

The largest fanout of any net on the critical path stands at 6. The routed wire length per instance stands at 6.53 um. The clock share of power stands at 30.0%.

Per the post-route antenna check, the number of violating nets is 0. The estimated wirelength of the detail-placed design stands at 320 um. Clock skew on the completed layout was measured at 0.0229 ps. The flow ran to the end, and the final reports show no timing, DRC or antenna violations. The total net switching power stands at 93.2 uW. The later-pin clock latency in the skew report stands at 240 ps.

The core outline area stands at 0.00342 sq mm. For the finished layout, the period the worst path requires is 1740 ps. Setup repair after global routing left no endpoint under its margin.

Dividing the final minimum period by the clock period gives 64.5%. TritonCTS built the clock tree. The share of total power in sequential cells stands at 47.2%. From bottom edge to top edge, the die measures 80 um. The synthesized design devotes to its leading area cell type 45.9% of total area.

The buffers inserted during post-CTS setup optimization stands at 0. The most critical min-delay path falls under register to register. The proportion of register bits with asynchronous set or reset after synthesis stands at 0%. In this run the clock root is driven by a sky130_fd_sc_hd__clkbuf_4. STA puts the critical path data required time at 2680 ps.

The highest ir drop seen on vdd stands at 0.227 mV. The number of unconstrained endpoints stands at 2. The first global-routing pass estimated 738 um of wire. The internal portion of the total power is 183 uW. After layout, the design draws a total of 277 uW. Each instance of the synthesized netlist takes up on average 11.6 sq um. The post-synthesis cell area stands at 196 sq um. The initial utilization of the core area, before any placement, comes to 5.75%. After clock tree synthesis, the clock-pin slew on the worst setup and hold paths is 40 ps. In the final timing run, aggregate negative setup slack is 0 ps. At the worst endpoint, the arrival time is 1720 ps. Per the OpenROAD floorplan log, the area of the die is 0.00640 sq mm. In the setup report, the worst path falls into the class input port to register.

The count of library flops with an enable pin stands at 3. The number of buffers added to fix hold violations after cts stands at 0. The routed layout reports a DRC error count of 0.

In this run the static leakage power is 0.0000916 uW. At the pin with the least slew margin, the transition time is 436 ps. The horizontal die size stands at 80 um. The via count of the first global-routing pass stands at 143. For this run, the leading register cell type out of synthesis is sky130_fd_sc_hd__edfxtp_1. The power density over the cells stands at 892 mW/mm^2.

After layout, the worst setup slack is 957 ps. The footprint of the multi-input gates stands at 91.3 sq um. Switching power as a fraction of the total was reported as 33.7%. The worst setup path is launched from an input port. The worst-case headroom to the max-slew limit stands at 70.2%. The max-cap check violation count stands at 0. The first-pass detailed-route iteration total stands at 4. The overall global routing resource usage stands at 1.51%. The antenna diode count stands at 0. The number of flip-flops and latches in the synthesized netlist stands at 4.
==> path summary, 6_finish.rpt <==
path                       from            endpoint  cells after the start
max                       in[0]  state[0]$_DFFE_PP_                      3
min reg2reg  state[2]$_DFFE_PP_  state[1]$_DFFE_PP_                      1
max reg2reg  state[0]$_DFFE_PP_  state[0]$_DFFE_PP_                      2
min          state[2]$_DFFE_PP_  state[1]$_DFFE_PP_                      1
==> cell families after synthesis <==
kind of cell,synth area share [%]
compound gates,12.1
flops,45.9
latches,7.64
simple gates,34.4
==> per-stage QoR <==
step | util (%) | hold WS [ps]
after floorplan | - | 624
after global placement | 8.32 | 672
after detailed placement | 8.32 | 700
after CTS | 9.08 | 705
after global routing | 9.08 | 742
final | 9.08 | 712
==> per-layer routing <==
| layer | routed length [um] | track usage (%) | vias up | part of all wire (%) |
|---|---|---|---|---|
| met2 | 124 | 1.20 | 11 | 27 |
| met3 | 65 | 1.36 | 2 | 14 |
| met1 | 246 | 2.21 | 80 | 54 |
| met5 | 0 | 0 | - | 0 |
| met4 | 21 | 0.880 | 0 | 4.6 |
| li1 | - | - | 86 | - |
==> registers in the layout, summed over array words and instances (netlist names) <==
| signal | cells |
|---|---|
| out | 1 |
| state | 3 |
==> layout make-up <==
class | instances | area share [%]
sequential | 4 | 33.9
tap | 46 | 18.5
multi-input combinational | 13 | 29.4
timing repair buffer | 3 | 9.68
clock buffer | 4 | 8.47
==> critical path, cell delays in order <==
cell and delay, ps:
sky130_fd_sc_hd__clkdlybuf4s50_1 480, sky130_fd_sc_hd__nor4b_1 180, sky130_fd_sc_hd__or4_1 510
==> power by group through the flow <==
stage,Combinational [uW],Sequential [uW],Clock (uW)
6_report,63.0,131,82.9
5_1_grt,74.7,136,96.7
4_1_cts,62.7,129,85.2
==> placed cells by master (no fill, tap or decap), types with 2 or more instances in the layout <==
master | Yosys | final
sky130_fd_sc_hd__clkbuf_4 | 0 | 3
sky130_fd_sc_hd__nor2_1 | 2 | 2
sky130_fd_sc_hd__clkdlybuf4s50_1 | 0 | 3
sky130_fd_sc_hd__edfxtp_1 | 3 | 3
Power figures rest on the tool's default switching activity, not on a simulated workload.
