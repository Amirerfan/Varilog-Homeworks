File: design/flow/run.sh
#!/bin/bash
# OpenROAD 26Q1-2900-gdf79404cd8, Yosys 0.63+post, stock flow scripts
make -C /OpenROAD-flow-scripts/flow DESIGN_CONFIG=/design/flow/config.mk WORK_HOME=/design/flow/orfs finish
File: design/flow/config.mk
export PLATFORM = sky130hd
export DESIGN_NAME = ram
export DESIGN_NICKNAME = ram
export VERILOG_FILES = /design/flow/design.v
export SDC_FILE = /design/flow/constraint.sdc
export NUM_CORES = 4
export LEC_CHECK = 1
export CORE_UTILIZATION = 50
File: design/flow/constraint.sdc
current_design ram

set clk_period 11.4
set clk_io_pct 0.2

create_clock -name clk0 -period $clk_period [get_ports {clk}]

set non_clock_inputs [all_inputs -no_clocks]
set_input_delay [expr $clk_period * $clk_io_pct] -clock clk0 $non_clock_inputs
set_output_delay [expr $clk_period * $clk_io_pct] -clock clk0 [all_outputs]
File: design/flow/design.v
`timescale 1ns / 1ps
module ram(clk, data_in, data_out, address_in, write_en);
	input clk, write_en;
	input[7:0] data_in;
	input[7:0] address_in;
	output reg[7:0] data_out;
	reg[7:0] ram [63:0];
	always @(posedge clk)
	begin
		if(write_en)
			ram[address_in] = data_in;
		data_out = ram[address_in];
	end
endmodule
==> metrics.cfg <==
[final_timing]
fin_crit_sh=0.594
fmax_mhz=148
hold_slack_ps=443
rsz0062_at_grt=false
setup-tns-final_ps=0
period_minus_slack_ps=6770
drv_slew=0
setup-violations-final=0
clock_skew_ps=22.5
worstMarginPinSlew_ps=1130
relSlewSlack=0.224
hold_violations=0

[clock_tree]
cts-root-buf=clkbuf_16
htree_levels=2
insertion_delay_ps=640
cts_setup_buffers=0
cts_tree=yes
cts_buffers=54
cts_resized=0
ctsHoldBuffers=0
cts_buffer_depth=3
clock_sinks=520
clkSlewWorstSetupHoldPaths_ps=60

[placed_design]
portBuffers=23
dp_cells=3155
hpwl_mm=82.2
gp_congestion=1.11

[synthesis]
ys_seq_share=0.432
yosysWarnings=2
edf_count=0
netlist_instances=2618
yosys_area_um2=24100
synth_cell_types=97
ff_type=dfxtp_1
yosysTopAreaCellShare=0.432
yosysCellCount=2618
syn_area_um2=24100
ys_ff=520
yosysTopAreaCell=dfxtp_1
topCellsByArea=dfxtp_1 (43%), mux2_2 (15%), nand2_1 (4.8%)
synthArstFlopShare=0
syn_area_per_cell_um2=9.20

[run]
maxCapViolations=0
warnings=27

[grt]
antenna_found_initial=12
grt_pass1_wl_mm=169
grt_pass1_vias=21260
grt_max_degree=54
grt.total_usage=0.516
overflow=0

[setup_path]
cp-start-kind=input pin
crit_path_cell_trace=buf_4, buf_4, and4bb_2, nand2_1, mux2_2, a2111oi_0, nand4_1, nor4_1, a31oi_1
worstPathBufferInverterCount=2
cp_max_fo=53
critical_path_arrival_ps=7260
crit_path_end_kind=flip-flop
crit_family=simple AND/OR/NAND/NOR gates
critical_path.max_stage_delay_ps=770
cpMostUsedCell=buf_4
cp_slowest_cell=and4bb_2
cp.required_ps=11890
critPathKind=in2reg

[floorplan]
chip_area_um2=49000
core_um2=47600
fp_util=0.505
fp-row-count=80
pin_count=26
die_w_um=221
die-height_um=221

[finish]
drive_gt1_frac=0.236
stdcell_count=3264
area_growth_syn_to_layout_pct=11.7

[power]
total_power_mw=4.56
powerDensity_nw_per_um2=170
peakVddDrop_v=0.000161
leakagePower_nw=10.6

[drt]
detail-route-antenna-nets=0
num_vias=23208
dr.pass1.iters=7
totalWireLength_mm=122
drc=0
post_drt_wl_per_cell_um=37.3
drtIter0Drc=2837
via_per_inst=7.11

[worst_hold_path]
hold_class=reg2reg

[status]
run_status=completed

## worst reg2reg max path: cells and delay by family, from the launching register on
| family | cells | cell delay [ps] |
|---|---|---|
| and+or+nand+nor | 4 | 1940 |
| AOI/OAI and AO/OA | 3 | 860 |
| DFF | 1 | 310 |
## cells in the final DEF (no fill, tap or decap), drive strengths merged, types with 22 or more instances in the layout
cell type  instances
a22oi             65
a2111oi           39
mux2             326
nor2b             29
nand2            312
buf              159
nor3              32
nor4              22
a21oi            149
dfxtp            520
o21ai            231
and3              35
nand3            113
nand4             29
o211ai            27
nor2              91
clkbuf            86
## metrics by stage
step	instance area [um2]	worst slack [ps]	util
final	26900	4630	0.565
after global routing	26900	4760	0.564
after CTS	26900	4990	0.564
after detailed placement	25100	4380	0.527
after global placement	25100	4360	0.527
after floorplan	24100	6380	-
## synthesized netlist by cell type, drive strengths merged (12+ instances only)
| library cell | n |
|---|---|
| clkbuf | 165 |
| a221oi | 17 |
| nor4 | 22 |
| or4 | 16 |
| nor3 | 32 |
| nor2 | 91 |
| a32oi | 14 |
| a21oi | 149 |
| nor2b | 29 |
| o211ai | 27 |
| buf | 80 |
| dfxtp | 520 |
| nand4 | 29 |
| a22o | 20 |
| o31ai | 14 |
| inv | 19 |
| o21ai | 231 |
| mux2 | 326 |
| a22oi | 65 |
| and2 | 17 |
| and3 | 35 |
| nand2 | 312 |
| nand3 | 113 |
| nand2b | 12 |
| a2111oi | 39 |
## state kept, by name (all words and copies together), names as in the netlist
signal / cells
ram: 512
data_out: 8
## report_power, final
| part | total (mW) | internal (mW) | switching (mW) | leakage (nW) |
|---|---|---|---|---|
| registers | 2.19 | 2.09 | 0.0995 | 4.30 |
| logic | 0.600 | 0.234 | 0.366 | 5.40 |
| clock network | 1.78 | 1.01 | 0.772 | 0.878 |
| total | 4.56 | 3.33 | 1.24 | 10.6 |
## kinds of logic (layout without fill, tap and decap cells)
family / Yosys count / count (layout) / share of synthesized area
compound gates: 690 / 690 / 0.185
other cells: 0 / 11 / 0
buf+inv: 265 / 285 / 0.0475
simple gates: 801 / 801 / 0.176
xor+xnor: 5 / 5 / 0.00182
mux: 337 / 337 / 0.157
flops: 520 / 520 / 0.432
## routing by layer
metal,wire length [um],vias up,GRT usage
met5,195,-,0.0127
met1,43800,11150,0.662
met4,10000,14,0.320
met3,20100,523,0.295
li1,-,9643,-
met2,47700,1878,0.674
## final timing paths
kind                 startpoint          end  slack (ps)  cells after the start
setup / recovery  address_in[0]  data_out[5]        4630                      9
hold / removal        ram[0][1]    ram[0][1]         440                      2
setup reg to reg     ram[12][2]  data_out[2]        8200                      7
hold reg to reg       ram[0][1]    ram[0][1]         440                      2
## area by class of cell
class / count / area [um2]
antenna: 11 / 27.5
clock buffer: 86 / 1680
clock inverter: 12 / 85.1
fill: 4163 / 20700
inverter: 20 / 75.1
multi-input combinational: 1833 / 12600
sequential: 520 / 10400
tap: 615 / 769
timing repair buffer: 167 / 1240
Power figures rest on the tool's default switching activity, not on a simulated workload.
