`flow/config.mk`:
```
export PLATFORM = sky130hd
export DESIGN_NAME = multiplier
export DESIGN_NICKNAME = multiplier
export VERILOG_FILES = /design/flow/design.v
export SDC_FILE = /design/flow/constraint.sdc
export NUM_CORES = 4
export LEC_CHECK = 1
export CORE_UTILIZATION = 40
```
`flow/constraint.sdc`:
```
current_design multiplier

set clk_period 4.8
set clk_io_pct 0.2

create_clock -name clk0 -period $clk_period [get_ports {clk}]

set non_clock_inputs [all_inputs -no_clocks]
set_input_delay [expr $clk_period * $clk_io_pct] -clock clk0 $non_clock_inputs
set_output_delay [expr $clk_period * $clk_io_pct] -clock clk0 [all_outputs]
```
`flow/design.v`:
```
`timescale 1ns / 1ps
module multiplier(clk, INPUT_A, INPUT_B, RES);
	input clk;
	input[7:0] INPUT_A, INPUT_B;
	output[15:0] RES;
	reg[15:0] RES;
	reg[15:0] in_a, in_b;
	reg[15:0] pipe;
	wire[15:0] mult_res;
	assign mult_res = in_a * in_b;
	always @(posedge clk)
	begin
		in_a <= INPUT_A;
		in_b <= INPUT_B;
		pipe<= mult_res;
		RES <= pipe;
	end
endmodule
```
`flow/run.sh`:
```
#!/bin/bash
# OpenROAD 26Q1-2900-gdf79404cd8, Yosys 0.63+post, stock flow scripts
make -C /OpenROAD-flow-scripts/flow DESIGN_CONFIG=/design/flow/config.mk WORK_HOME=/design/flow/orfs finish
```
==> flow_summary.yaml <==
# physical design summary
synthesis:
  async_flop_share: 0
  logic_family: "adder cells"
  synth_cell_types: 29
  mux_share: 0
  ys_seq_frac: 0.313
  syn_inst: 291
  synth_area_leader_cell: "dfxtp_1"
  xor_area_frac: 0.0314
  ys_sh_simple: 0.158
  synth_area_per_cell_um2: 10.5
  synth.area.top_cells: "dfxtp_1 31%, fa_1 23%, ha_1 15%"
  ff_type: "dfxtp_1"
  synth.most_common_cell: "inv_1"
  synthAoiAreaFrac: 0.0559
  adder_share: 0.382
  top_area_frac: 0.313
  synth_flops: 48
  edf_count: 0
  netlist_area_mm2: 0.00307
  ys_top_cells_by_count: "49 x inv_1, 48 x dfxtp_1, 47 x and2_1"
  yosys_area_mm2: 0.00307
  ys_warn_count: 1
  yosys_cells: 291
final_timing:
  fin_crit_ns: 4.11
  tightest_slew_ns: 0.466
  fmax_mhz: 243
  fin_skew_ns: 0.00685
  tns_ns: 0
  relSlewSlack: 0.686
  finalSetupViolCount: 0
  grt_setup_unrepaired: "no"
  finalClockPeriodUsage: 0.856
  drv_slew: 0
  finalHoldViolations: 0
  holdWs_ns: 0.333
setup_path:
  arrival_ns: 4.35
  rrSetupSlack_ns: 0.69
  critPathLaunchType: "flip-flop"
  cp_slowest_stage_delay_ns: 0.52
  crit_type: "reg -> reg"
  crit-reg2reg-launch: "in_b[3]"
  critPathRequiredTime_ns: 5.04
  rr_endpoint: "pipe[11]"
  reg2reg_depth: 15
  crit_chain: "and2_1, fa_1, inv_1, fa_1, inv_1, fa_1, inv_1, fa_1, inv_1, ha_1, and2_4, a221oi_2, nand2_1, a31oi_1, xnor2_1"
  crit_path_end_kind: "flip-flop"
  worstPathMaxFanout: 8
  crit_slowest_cell: "fa_1"
layout:
  stdcell_count: 430
  seqCellArea_um2: 961
  logic_area_mm2: 0.00192
  drive_gt1_frac: 0.0393
  fill_cells: 655
  syn_to_final_growth_pct: 19.0
  fin_area_mm2: 0.00365
power_and_ir_drop:
  power.leakage_nw: 1.77
  internal_power_mw: 1.14
  total_power_mw: 1.66
  combPwrFrac: 0.455
  peakVddDrop_mv: 0.156
  p_sw_frac: 0.315
  switchingPower_uw: 523
  power_density_mw_per_mm2: 455
  p_clk_frac: 0.210
  seq_power_share: 0.335
detailed_routing:
  drt_iter0_markers: 66
  vias: 1903
  routedWlPerCell_um: 11.6
  viasPerCell: 4.43
  drc: 0
  diodes: 0
  dr.pass1.iters: 4
  final_antenna_net_count: 0
  drt_wl_total_mm: 5.00
die:
  io_pins: 33
  coreArea_mm2: 0.00733
  fp-row-count: 31
  dieHeight_um: 89.6
  dieArea_mm2: 0.00802
  fp.dieW_um: 89.6
  initCoreUtil: 0.419
global_route:
  grt_max_degree: 17
  grt_pass1_wl_mm: 9.05
  grt_usage: 0.153
  grt_overflow: 0
  grt_pass1_vias: 1900
  antenna_found_initial: 0
place:
  place.gp.congestion: 0.870
  dp_hpwl_mm: 4.07
  place_area_mm2: 0.00351
  placedCellCount: 422
  portBuffers: 32
clock_tree:
  cts_sinks: 48
  htreeDepth: 2
  clk_pin_slew_ns: 0.10
  root_buffer: "clkbuf_8"
  postCtsSetupRepairBufs: 0
  cts_tree: "built"
  clock.latency.late_pin_ns: 0.30
  cts_buffer_depth: 2
  cts_resized: 0
  hold_buffers: 0
  cts_buffers: 5
flow_run:
  warnings: 25
  max_cap_violations: 0
hold_path:
  min-delay-start: "pipe[10]"
  worstHoldEndpoint: "RES[10]"
  holdPathStages: 0
  hp-class: "reg -> reg"
run_status:
  status: "finished clean"
## cells in the final DEF, fill, tap and decap left out, types with 2 or more instances in the layout
master and n:
inv_1 49, dfxtp_1 48, and2_1 47, fa_1 36, ha_1 36, clkdlybuf4s50_1 32
nand2_1 23, xnor2_1 7, nor2_1 6, a21oi_1 5, clkbuf_8 5, o21a_1 4
xor2_1 4, a211o_1 3, and3_1 3, nor3_1 2, nor2b_1 2, o211ai_1 2
o21ai_1 2, bufinv_16 2
## per-layer routing
| metal | track usage | routed length, µm | vias to the layer above |
|---|---|---|---|
| met5 | 0 | 0 | - |
| met4 | 0.0130 | 53 | 0 |
| met3 | 0.0259 | 170 | 4 |
| met2 | 0.221 | 2160 | 40 |
| met1 | 0.263 | 2620 | 872 |
| li1 | - | - | 987 |
## stage by stage
stage	utilization	setup slack (ns)
final	0.498	0.692
after global routing	0.498	0.459
after CTS	0.498	0.661
after detailed placement	0.479	0.651
after global placement	0.479	0.701
after floorplan	-	0.887
## power by group through the flow
stage	clock network (mW)	logic, mW	registers [mW]
4_1_cts	0.363	0.767	0.558
5_1_grt	0.385	0.888	0.575
6_report	0.350	0.756	0.556
## critical path: cells and delay by family (launching register included)
| kind | cells | cell delay, ns |
|---|---|---|
| adder cells (fa/ha/maj) | 5 | 2.36 |
| flip-flops | 1 | 0.40 |
| buffers and inverters | 4 | 0.20 |
| XOR/XNOR | 1 | 0.13 |
| AND-OR/OR-AND | 2 | 0.47 |
| AND/OR/NAND/NOR | 3 | 0.49 |
## flip-flops by register name, summed over array words and instances, names as in the netlist
name	cells
in_b	8
in_a	8
RES	16
pipe	16
## kinds of logic after synthesis
family	Yosys count
and+or+nand+nor	88
buffers and inverters	49
DFF	48
AOI/OAI and AO/OA	23
adders and majority gates	72
xor gates and xnor gates	11
## worst max-delay path by stage
stage / startpoint / to / cells past startpoint
CTS: in_a[3] / pipe[11] / 15
global route: in_a[2] / pipe[11] / 14
finish: in_b[3] / pipe[11] / 15
## layout make-up
class / count / share of cell area
clock buffers: 5 / 0.0189
repair buffers: 32 / 0.0878
clock inverters: 3 / 0.0189
well taps: 99 / 0.0339
inverters: 49 / 0.0504
multi-input cells: 194 / 0.527
flip-flops and latches: 48 / 0.263
No activity file was given, so power comes from the tool's default toggle rates.
